File: design/flow/config.mk
export PLATFORM = sky130hd
export DESIGN_NAME = parallel_sort
export DESIGN_NICKNAME = parallel_sort
export VERILOG_FILES = /design/flow/design.v
export SDC_FILE = /design/flow/constraint.sdc
export NUM_CORES = 4
export LEC_CHECK = 1
export CORE_UTILIZATION = 50
File: design/flow/constraint.sdc
current_design parallel_sort

set clk_period 6.5
set clk_io_pct 0.2

create_clock -name clk0 -period $clk_period [get_ports {clk}]

set non_clock_inputs [all_inputs -no_clocks]
set_input_delay [expr $clk_period * $clk_io_pct] -clock clk0 $non_clock_inputs
set_output_delay [expr $clk_period * $clk_io_pct] -clock clk0 [all_outputs]
File: design/flow/design.v
module parallel_sort #
(    
    parameter    DN = 25,     
    parameter    DW = 8,     
    parameter    DW_sequence = $clog2(DN)
)
(
    input                               clk             ,  
    input                               rst_n           ,  
    input                               sort_sig        ,  
    input       [DW*DN-1:0]             data_unsort     ,  
    output reg  [DW_sequence*DN-1:0]    sequence_sorted ,  
    output reg                          sort_finish        
);
integer i,j;
reg        [DN-1:0]             temp[DN-1:0]        ;  
reg                             cnt_sort            ;  
reg        [2:0]                FSM_state_sort      ;  
reg        [DW_sequence*DN-1:0] sequence_sorted_temp;  
localparam    Initial   = 3'b001;  
localparam    Sort      = 3'b010;  
localparam    Convert   = 3'b100;  
always @(posedge clk or negedge rst_n) 
begin
    if(!rst_n)
        FSM_state_sort <= Initial;
    else 
        case(FSM_state_sort)
        Initial:
            begin
            if(sort_sig)
                FSM_state_sort <= Sort;
            else
                FSM_state_sort <= Initial;
            end
        Sort:
            begin
            if(cnt_sort == 1'd1)
                FSM_state_sort <= Convert;
            else
                FSM_state_sort <= Sort;
            end
        Convert:
            begin
            FSM_state_sort <= Initial;
            end
        default: FSM_state_sort <= Initial;
        endcase 
end
always @(posedge clk or negedge rst_n)
begin
    if(!rst_n)
        cnt_sort <= 0;
    else if(FSM_state_sort == Initial)
        cnt_sort <= 0;
    else if(FSM_state_sort == Sort)
        cnt_sort <= cnt_sort + 1'b1;
    else
        cnt_sort <= cnt_sort;
end
always @(posedge clk or negedge rst_n)
begin
    if(!rst_n)
        sort_finish <= 1'b0;
    else if(cnt_sort == 1'b1)
        sort_finish <= 1'b1;
    else
        sort_finish <= 1'b0;
end
always @(posedge clk or negedge rst_n)
begin
    if(!rst_n) begin     
        for(i=0;i<DN;i=i+1) begin 
            temp[i] = 0;
        end
    end
    else if(sort_sig) begin     
        for(i=0;i<DN;i=i+1) begin
            for(j=0;j<DN;j=j+1) begin
                if(i>j) begin
                    if(data_unsort[i*DW+:DW]>=data_unsort[j*DW+:DW]) 
                        temp[i][j] <= 1;
                    else    
                        temp[i][j] <= 0;
                end
                else begin
                    if(data_unsort[i*DW+:DW]>data_unsort[j*DW+:DW])
                        temp[i][j] <= 1;
                    else
                        temp[i][j] <= 0;
                end
            end
        end
    end
end
always @(posedge clk or negedge rst_n)
begin
    if(!rst_n) begin     
        sequence_sorted_temp <= 0;
    end
    else if((FSM_state_sort == Sort) && (cnt_sort == 1'd0)) begin     
        for(i=0;i<DN;i=i+1) begin
            sequence_sorted_temp[i*DW_sequence+:DW_sequence] <= i;
        end
    end
    else if(cnt_sort == 1'd1) begin  
        for(i=0;i<DN;i=i+1) begin
            sequence_sorted_temp[i*DW_sequence+:DW_sequence] 
            <= temp[i][0] +temp[i][1] +temp[i][2] +temp[i][3]
              +temp[i][4] +temp[i][5] +temp[i][6] +temp[i][7]
              +temp[i][8] +temp[i][9] +temp[i][10]+temp[i][11]
              +temp[i][12]+temp[i][13]+temp[i][14]+temp[i][15]
              +temp[i][16]+temp[i][17]+temp[i][18]+temp[i][19]
              +temp[i][20]+temp[i][21]+temp[i][22]+temp[i][23]
              +temp[i][24];  
        end
    end
    else
        sequence_sorted_temp <= sequence_sorted_temp;
end
always @(posedge clk or negedge rst_n)
begin
    if(!rst_n)
        sequence_sorted <= 0;
    else if(FSM_state_sort == Convert)
        for(i=0;i<DN;i=i+1) begin
            sequence_sorted[sequence_sorted_temp[i*DW_sequence+:DW_sequence]*DW_sequence+:DW_sequence] <= i; 
        end 
    else
        sequence_sorted <= sequence_sorted;
end
endmodule
File: design/flow/run.sh
#!/bin/bash
# OpenROAD 26Q1-2900-gdf79404cd8, Yosys 0.63+post, stock flow scripts
make -C /OpenROAD-flow-scripts/flow DESIGN_CONFIG=/design/flow/config.mk WORK_HOME=/design/flow/orfs finish
==> flow_metrics.env <==
# flow metrics
export IMPL_holdCritPathClass="in2async"
export IMPL_synth_seq_share_pct=19.21
export IMPL_global_route_overflow_total=0
export IMPL_drv_max_cap_violation_count=2
export IMPL_fp_util_pct=50.48
export IMPL_antenna_violations_before_repair=63
export IMPL_finalSetupViolCount=0
export IMPL_r2r_start="sequence_sorted_temp[1]$_DFFE_PN0P_"
export IMPL_post_synth_instance_area_sq_um=111400
export IMPL_synth_async_reset_ratio_pct=100.0
export IMPL_fin_tns_setup_ns=0
export IMPL_post_route_cell_area_sq_um=125600
export IMPL_fmax_mhz=197.2
export IMPL_clk_transition_reported_paths_ns=0.07
export IMPL_tritoncts="yes"
export IMPL_antenna_violating_nets_post_route=0
export IMPL_synth_top_flop_cell="sky130_fd_sc_hd__dfrtp_1"
export IMPL_post_dp_cell_area_sq_um=121300
export IMPL_design_die_area_sq_um=224600
export IMPL_postSynthAreaPerCell_sq_um=8.763
export IMPL_final_setup_skew_ns=0.06441
export IMPL_synth_cell_type_count=116
export IMPL_clock_latency_reported_for_the_late_side_of_the_worst_skew_pair_ns=0.85
export IMPL_yosys_cells=12710
export IMPL_h_tree_levels=3
export IMPL_grt_usage_pct=57.71
export IMPL_drc_viols=0
export IMPL_ios=329
export IMPL_finalMaxSlewViolations=8
export IMPL_min_period_over_period_pct=78.03
export IMPL_hold_buffers_post_cts=0
export IMPL_cp_arrival_ns=5.75
export IMPL_pin_count_of_the_biggest_net_entering_global_routing=122
export IMPL_cp_end_kind="flop"
export IMPL_final_hold_vios=0
export IMPL_hpwl_mm=454.6
export IMPL_worst_slew_pin_slew_ns=1.597
export IMPL_final_hold_worst_slack_ns=0.4026
export IMPL_stage_log_warnings=119
export IMPL_violated_checks="capacitance limit, slew limit"
export IMPL_start_kind="flop"
export IMPL_leakage_nw=58.98
export IMPL_period_needed_ns=5.072
export IMPL_grt_pass1_wl_mm=858.2
export IMPL_register_to_register_path_depth=10
export IMPL_slew_headroom_pct=-6.459
export IMPL_layout_drive_gt1_share_pct=6.788
export IMPL_timing_rr_end="sequence_sorted[101]$_DFFE_PN0P_"
export IMPL_yosysWarningCount=2
export IMPL_drt_pass1_iterations=9
export IMPL_pre_cts_ws_ns=1.787
export IMPL_routed_wirelength_mm=621.4
export IMPL_run_status="complete, but fails checks"
export IMPL_grt_setup_unrepaired="false"
export IMPL_cts_root_buffer_cell="sky130_fd_sc_hd__clkbuf_16"
export IMPL_cp_required_ns=7.18
export IMPL_postLayoutSetupSlackWorst_ns=1.428
export IMPL_clock_sinks=855
export IMPL_fillCellCount=18590
export IMPL_num_vias=114100
export IMPL_die_y_um=473.9
export IMPL_ctsResizeCount=0
export IMPL_rows=172
export IMPL_routability_cong=1.136
export IMPL_die_width_um=473.9
export IMPL_area_inside_the_core_boundary_sq_um=220600
export IMPL_regToRegSetupSlack_ns=1.43
export IMPL_yosys_area_sq_um=111400
export IMPL_areaGrowthSynthToFinish_pct=12.77
export IMPL_wire_per_inst_um=37.61
export IMPL_postSynthRegisterBits=855
export IMPL_total_power_w=0.06361
export IMPL_synth_edff_count=0
export IMPL_detail_route_iter0_violations=12460
export IMPL_cts_buffer_depth=3
export IMPL_tritoncts_buffers=114
export IMPL_power_density_nw_per_um2=506.5
export IMPL_crit_fanout=10
export IMPL_vdd_drop_max_mv=0.6754
export IMPL_io_buffer_count=328
export IMPL_vias_per_cell=6.904
export IMPL_synth_cells=12710
export IMPL_cts_setup_buffers=0
export IMPL_vias_in_the_first_global_route=108800
export IMPL_worstSetupPathType="reg2reg"
## cell families after synthesis
logic type      count (synthesis)  synth area share (%)
fa+ha+maj                    3054                 37.18
compound gates               3587                 20.42
flops                         855                 19.21
xor+xnor                       51                0.4011
buf+inv                      1712                 5.836
mux                            11                0.1124
simple gates                 3437                 16.84
## how the worst max path moves through the flow
stage,from,to,cells after the start
finish,sequence_sorted_temp[1]$_DFFE_PN0P_,sequence_sorted[101]$_DFFE_PN0P_,10
CTS,temp[23][0]$_DFFE_PN0P_,sequence_sorted_temp[119]$_DFFE_PN0P_,12
global route,sequence_sorted_temp[0]$_DFFE_PN0P_,sequence_sorted[101]$_DFFE_PN0P_,10
## layout by cell type (no fill, tap or decap), drive strengths merged, types with 76 or more instances in the layout
cell,Yosys,layout
o22ai,88,88
clkbuf,230,154
buf,63,570
ha,2629,2629
fa,425,425
a22oi,119,119
o22a,191,191
nor2,639,639
nor2b,672,672
clkdlybuf4s50,0,294
nand2,520,520
o2111ai,315,315
nand2b,350,350
nand3,148,148
inv,1416,1419
o21ai,1123,1123
nand4,678,678
a31oi,76,76
a21oi,1017,1017
nor3,101,101
dfrtp,854,854
## worst max-delay path, cell delays in order, from the launching register on
cell and delay [ns]:
sky130_fd_sc_hd__dfrtp_1 0.59, sky130_fd_sc_hd__inv_1 0.21, sky130_fd_sc_hd__ha_1 0.37, sky130_fd_sc_hd__nor2_2 0.22, sky130_fd_sc_hd__a21oi_1 0.29, sky130_fd_sc_hd__nor3_1 0.84
sky130_fd_sc_hd__o311ai_0 0.22, sky130_fd_sc_hd__a21boi_0 1.18, sky130_fd_sc_hd__o21bai_1 0.13, sky130_fd_sc_hd__a31oi_1 0.70, sky130_fd_sc_hd__o21ai_0 0.19
## where the power goes
| part | internal (W) | switching, W | total, W | leakage, nW |
|---|---|---|---|---|
| sequential | 0.00666 | 0.00221 | 0.00887 | 10.0 |
| clock | 0.00406 | 0.00301 | 0.00707 | 1.95 |
| combinational | 0.0169 | 0.0308 | 0.0477 | 47.0 |
| total | 0.0276 | 0.0360 | 0.0636 | 59.0 |
## routing by layer
metal  part of all wire, %  vias to the layer above  global-route usage, %
met5                  0.23                        -                  4.348
met3                    16                     3129                  35.11
li1                      -                    48590                      -
met1                    32                    53310                  61.86
met2                    39                     8973                  75.40
met4                    13                       63                  58.09
## state kept, by name, summed over array words and instances, names as in the netlist
| signal | flops |
|---|---|
| FSM_state_sort | 3 |
| cnt_sort | 1 |
| sequence_sorted | 125 |
| sequence_sorted_temp | 125 |
| sort_finish | 1 |
| temp | 600 |
## layout make-up
type	instances	area [sq um]	area share, %
antenna	71	177.7	0.1415
clock buffer	153	3239	2.580
clock inverter	62	798.3	0.6357
inverter	1419	5333	4.247
multi-input combinational	10140	83570	66.55
sequential	855	21400	17.04
tap	2958	3701	2.947
timing repair buffer	865	7352	5.855
## Yosys cell counts (42+ instances only)
library cell / number / area (sq um)
sky130_fd_sc_hd__a31oi_1: 76 / 475.5
sky130_fd_sc_hd__nand4_1: 678 / 4242
sky130_fd_sc_hd__and3_1: 47 / 294.0
sky130_fd_sc_hd__nor2b_1: 671 / 4198
sky130_fd_sc_hd__o2111ai_1: 315 / 2759
sky130_fd_sc_hd__a211oi_1: 44 / 330.3
sky130_fd_sc_hd__buf_2: 46 / 230.2
sky130_fd_sc_hd__inv_1: 1415 / 5311
sky130_fd_sc_hd__nand3_1: 148 / 740.7
sky130_fd_sc_hd__fa_1: 425 / 8508
sky130_fd_sc_hd__a21o_1: 69 / 518.0
sky130_fd_sc_hd__a22oi_1: 118 / 885.9
sky130_fd_sc_hd__a21oi_1: 1014 / 5075
sky130_fd_sc_hd__and2_1: 42 / 262.8
sky130_fd_sc_hd__nor2_1: 637 / 2391
sky130_fd_sc_hd__o22a_1: 191 / 1673
sky130_fd_sc_hd__a22o_1: 49 / 429.2
sky130_fd_sc_hd__ha_1: 2629 / 32890
sky130_fd_sc_hd__nand2_1: 519 / 1948
sky130_fd_sc_hd__dfrtp_1: 854 / 21370
sky130_fd_sc_hd__o21ai_0: 1101 / 5510
sky130_fd_sc_hd__clkbuf_1: 227 / 852.1
sky130_fd_sc_hd__o211ai_1: 55 / 412.9
sky130_fd_sc_hd__nor3_1: 95 / 475.5
sky130_fd_sc_hd__nand2b_1: 349 / 2183
sky130_fd_sc_hd__o22ai_1: 86 / 538.0
## stage by stage
| stage | cells | utilization, % |
|---|---|---|
| after floorplan | 12710 | - |
| after global placement | 16230 | 54.97 |
| after detailed placement | 16230 | 54.97 |
| after CTS | 16440 | 56.80 |
| after global routing | 16460 | 56.86 |
| final | 16520 | 56.93 |
No activity file was given, so power comes from the tool's default toggle rates.
