===== design/flow/design.v =====
module RGB2Gray
(
    input   wire                clk             , 
    input   wire                rst_n           , 
    input   wire                RGB_hsync       ,    
    input   wire                RGB_vsync       ,    
    input   wire    [23:0]      RGB_data        ,    
    input   wire                RGB_de          ,    
    output  reg                 gray_hsync      ,    
    output  reg                 gray_vsync      ,    
    output  reg     [7:0]       gray_data       ,    
    output  reg                 gray_de              
);
    wire    [7:0]       R   ;
    wire    [7:0]       G   ;
    wire    [7:0]       B   ;
assign R    =   RGB_data[23:16];
assign G    =   RGB_data[15:8 ];
assign B    =   RGB_data[ 7:0 ];
always @(posedge clk or negedge rst_n) begin
    if(!rst_n)
        gray_data <= 0;
    else if(RGB_de == 1'b1)
        gray_data <= (R >> 2) + (R >> 5) + 
                     (G >> 1) + (G >> 4) + 
                     (B >> 4) + (B >> 5);
end
always @(posedge clk or negedge rst_n) begin
    if(!rst_n) begin
        gray_hsync <= 1'b0;
        gray_vsync <= 1'b0;
        gray_de    <= 1'b0;
    end
    else begin
        gray_hsync <= RGB_hsync;
        gray_vsync <= RGB_vsync;
        gray_de    <= RGB_de   ;
    end
end
endmodule

===== design/flow/run.sh =====
#!/bin/bash
# OpenROAD 26Q1-2900-gdf79404cd8, Yosys 0.63+post, stock flow scripts
make -C /OpenROAD-flow-scripts/flow DESIGN_CONFIG=/design/flow/config.mk WORK_HOME=/design/flow/orfs finish

===== design/flow/config.mk =====
export PLATFORM = sky130hd
export DESIGN_NAME = RGB2Gray
export DESIGN_NICKNAME = RGB2Gray
export VERILOG_FILES = /design/flow/design.v
export SDC_FILE = /design/flow/constraint.sdc
export NUM_CORES = 4
export LEC_CHECK = 1
export CORE_AREA = 10 10 90 90
export DIE_AREA = 0 0 100 100

===== design/flow/constraint.sdc =====
current_design RGB2Gray

set clk_period 1.6
set clk_io_pct 0.2

create_clock -name clk0 -period $clk_period [get_ports {clk}]

set non_clock_inputs [all_inputs -no_clocks]
set_input_delay [expr $clk_period * $clk_io_pct] -clock clk0 $non_clock_inputs
set_output_delay [expr $clk_period * $clk_io_pct] -clock clk0 [all_outputs]

==> summary.rpt <==
RUN METRICS
----------------------------------------------------
[Die]
  Die Width ........................ 100 um
  Standard cell core area ........................ 6280 um2
  Ports ........................ 40
  Overall die area ........................ 10,000 um2
  Fraction of the core area occupied by cells at floorplan ........................ 0.170
  Vertical die dimension ........................ 100 um
  Row Count ........................ 29

[Clock tree]
  Clock-pin transition on the worst setup and hold timing paths ........................ about 50 ps
  Number of H-tree levels ........................ 1
  Largest buffer count on any clock path ........................ 2
  Number of sinks handled by clock tree synthesis ........................ 11
  Clock tree from TritonCTS ........................ built
  Count of hold buffers inserted by post-cts repair ........................ 0
  Late-Pin Clk Latency ........................ 230 ps
  Number of buffers created by CTS ........................ 3
  Clock root buffer ........................ sky130_fd_sc_hd__clkbuf_8

[Synth]
  Synth cell count leaders ........................ sky130_fd_sc_hd__inv_1, sky130_fd_sc_hd__fa_1, sky130_fd_sc_hd__ha_1
  Ranking of synthesized cells by area ........................ sky130_fd_sc_hd__fa_1, sky130_fd_sc_hd__dfrtp_1, sky130_fd_sc_hd__ha_1
  Cells after Synth ........................ between 90 and 100
  Post-synthesis average cell area ........................ 11.1 um2
  Chip Area, Yosys ........................ 1070 um2
  Area share of the leading cell type in the synthesized netlist ........................ 0.281
  Post-synth top flop ........................ sky130_fd_sc_hd__dfrtp_1
  Portion of the post-synthesis area used by sequential elements ........................ 0.258
  Post-synthesis instance area ........................ about 1100 um2
  Yosys cell count ........................ 96
  Flip-flops with a built-in enable ........................ 0
  Fraction of registers with async set/reset ........................ 1.00
  Number of synthesized register bits ........................ 11
  Post-synthesis cell type with the largest combined area ........................ sky130_fd_sc_hd__fa_1
  Most repeated cell in the gate-level netlist after synthesis ........................ sky130_fd_sc_hd__inv_1
  Total of warnings raised by yosys ........................ 1
  Post-synthesis cell type count ........................ 25

[Routing]
  Iter 0 DRT Violations ........................ 24
  Detailed-route wire length ........................ between 2000 and 2500 um
  Count of antenna-violating nets left after detailed routing ........................ 0
  Total number of vias ........................ 817
  First-pass iteration count of the detailed router ........................ 3
  DRC violation count after routing ........................ 0
  Antenna Cells ........................ 0
  Vias/cell ........................ 3.63
  Final routed wire length divided by cell count ........................ approximately 11 um

[Layout]
  Tally of filler cells in the layout ........................ 643
  Area grow syn2layout ........................ 58.3%
  Non-Filler Instances ........................ 225
  Fraction of layout cells with a size suffix above 1 ........................ 0.426

[Worst setup path]
  Worst reg2reg startpoint ........................ gray_data[7]
  Library cell contributing the largest single delay on the critical path ........................ sky130_fd_sc_hd__fa_1
  Type of destination of the critical path ........................ register
  Stage delay of the slowest cell on the critical path ........................ between 500 and 600 ps
  Data required time of the worst path ........................ 1710 ps
  Largest delay share family, worst path ........................ adder cells
  Worst path bufs/invs ........................ 5
  Ordered cell list for the critical path ........................ buf_8 -> inv_8 -> fa_1 -> inv_2 -> fa_1 -> inv_1 -> fa_1 -> inv_2 -> ha_4 -> a211oi_2 -> o2111a_1 -> or3_1
  Arrival time at the worst endpoint ........................ 2980 ps
  CP startpoint kind ........................ input pin
  First element of the critical path ........................ RGB_data[15]
  Worst reg2reg path depth ........................ 3
  Type of the worst setup path ........................ input pin to register
  Maximum fanout count along the critical path ........................ 2
  FF-to-FF End ........................ gray_data[7]
  Worst path most repeated cell ........................ sky130_fd_sc_hd__fa_1
  Reg-to-reg setup timing slack ........................ 600 ps

[Final timing]
  Setup violation total in the final timing report ........................ 7
  Relative slew slack ........................ 0.656
  Number of pins with negative max-slew slack in the final report ........................ 0
  Unrepaired setup endpoints after global routing ........................ yes
  Post-layout worst setup margin ........................ -1270 ps
  Clock Skews ........................ 0 ps
  Tightest Pin Transition ........................ between 500 and 600 ps
  Time the final worst path needs with I/O delays and setup ........................ 2870 ps
  Final cycle utilization of the critical path ........................ 1.79
  Setup TNS after final layout ........................ -6860 ps
  Max Clk Rate ........................ between 300 and 400 MHz
  Final hold violations ........................ 0

[Place]
  Global placer's final weighted congestion ........................ 0.794
  Count of port buffers added during placement ........................ 32
  Post-DP HPWL ........................ 2220 um
  Number of placed instances, taps included ........................ 221

[Run status]
  Outcome ........................ complete, but fails checks
  Failing checks ........................ setup timing

[Pwr]
  Lkg Pwr ........................ 0.000820 uW
  Maximum vdd drop ........................ between 0.6 and 0.7 mV
  Total power per unit cell area ........................ between 1000 and 1500 nW/um2

[Global routing]
  Initial antenna violation count ........................ 0
  GRT Overall Usage ........................ 0.0513
  Sum of overflow across all layers after global routing ........................ 0
  First-pass GRT wire length ........................ approximately 4100 um
  Largest net degree at the start of global routing ........................ 12
  Vias in the first global route ........................ ~860

[Min path]
  Worst hold-check path type ........................ input pin to asynchronous set/reset pin

[Run]
  Reported max-cap violation count ........................ 0
  Tool Warnings ........................ 35

----------------------------------------------------
cell type report:
class                           count  area [um2]  area share
Tap cell                           77        96.3      0.0570
Timing Repair Buffer               49         414       0.245
Inverter                           29         116      0.0689
Clock buffer                        4        45.0      0.0267
Multi-Input combinational cell     55         742       0.439
Sequential cell                    11         275       0.163
cells by family after synthesis:
logic type	synth area share
buffers and inverters	0.107
adders and majority gates	0.422
AOI/OAI and AO/OA	0.0797
DFF	0.258
and+or+nand+nor	0.0657
muxes	0.0598
xor gates and xnor gates	0.00821
worst reg2reg max path: cells and delay by family (launching register included):
family	cells	cell delay, ps
DFF	1	390
and+or+nand+nor	1	370
buffers and inverters	1	60
AOI/OAI and AO/OA	1	60
placed cells by master (no fill, tap or decap):
cell type / instances
sky130_fd_sc_hd__a211oi_2: 1
sky130_fd_sc_hd__buf_2: 7
sky130_fd_sc_hd__nor3_1: 1
sky130_fd_sc_hd__nor2b_1: 1
sky130_fd_sc_hd__dfrtp_1: 11
sky130_fd_sc_hd__o2111ai_1: 1
sky130_fd_sc_hd__buf_8: 2
sky130_fd_sc_hd__o21a_1: 1
sky130_fd_sc_hd__inv_8: 1
sky130_fd_sc_hd__mux2_4: 3
sky130_fd_sc_hd__o2111a_1: 1
sky130_fd_sc_hd__a21o_1: 1
sky130_fd_sc_hd__nand3b_1: 3
sky130_fd_sc_hd__buf_4: 16
sky130_fd_sc_hd__mux2i_1: 3
sky130_fd_sc_hd__ha_1: 10
sky130_fd_sc_hd__a21oi_1: 2
sky130_fd_sc_hd__o211ai_2: 1
sky130_fd_sc_hd__nand2b_1: 1
sky130_fd_sc_hd__clkbuf_1: 1
sky130_fd_sc_hd__xnor2_2: 1
sky130_fd_sc_hd__o22ai_1: 1
sky130_fd_sc_hd__nor2b_2: 1
sky130_fd_sc_hd__dlygate4sd2_1: 4
sky130_fd_sc_hd__nand4b_1: 1
sky130_fd_sc_hd__fa_1: 10
sky130_fd_sc_hd__inv_1: 14
sky130_fd_sc_hd__inv_2: 14
sky130_fd_sc_hd__fa_2: 5
sky130_fd_sc_hd__o211ai_1: 1
sky130_fd_sc_hd__and2b_2: 1
sky130_fd_sc_hd__clkbuf_8: 3
sky130_fd_sc_hd__a31oi_1: 1
sky130_fd_sc_hd__or3_1: 1
sky130_fd_sc_hd__ha_4: 2
sky130_fd_sc_hd__clkbuf_2: 2
sky130_fd_sc_hd__clkdlybuf4s50_1: 15
sky130_fd_sc_hd__buf_6: 3
power breakdown:
group          internal, uW  switching [uW]  leakage [uW]
logic                   765             484      0.000667
registers               382            57.2      0.000131
clock network           174            98.5     0.0000228
total                  1320             639      0.000820
registers in the layout, summed over array words and instances (netlist names):
name,flops
gray_data,8
gray_de,1
gray_hsync,1
gray_vsync,1
worst max path at each step:
stage             endpoint  slack (ps)  depth (start not counted)
CTS           gray_data[7]       -1310                         12
global route  gray_data[7]       -1360                         12
finish        gray_data[7]       -1270                         12
what timing repair did:
action | in CTS | in global routing
resized | 73 | 4
endpoints found under the setup margin | 8 | 7
setup buffers | 1 | 0
pin swaps | 23 | 7
metal layers:
layer	GRT usage	routed length, um
met1	0.0618	1060
met2	0.0876	1230
met3	0.0229	176
met4	0.00109	0
met5	0	0
through the flow:
stage	utilization	worst slack, ps	area (um2)	total power, uW	hold WS [ps]
2_1_floorplan	-	-1430	1120	1070	24.4
3_3_place_gp	0.264	-2060	1660	1660	491
3_5_place_dp	0.264	-2070	1660	1660	502
4_1_cts	0.272	-1310	1710	2020	444
5_1_grt	0.269	-1360	1690	2180	468
6_report	0.269	-1270	1690	1960	430
Power is estimated from default activity; no workload was simulated.
