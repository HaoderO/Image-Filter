===== /design/flow/config.mk =====
export PLATFORM = sky130hd
export DESIGN_NAME = rgb2ycbcr
export DESIGN_NICKNAME = rgb2ycbcr
export VERILOG_FILES = /design/flow/design.v
export SDC_FILE = /design/flow/constraint.sdc
export NUM_CORES = 4
export LEC_CHECK = 1
export CORE_UTILIZATION = 50

===== /design/flow/design.v =====
module rgb2ycbcr
(
    input   wire                clk         ,
    input   wire                rst_n       ,
    input   wire                RGB_hsync   ,    
    input   wire                RGB_vsync   ,    
    input   wire    [23:0]      RGB_data    ,    
    input   wire                RGB_de      ,    
    output  wire                Y_hsync     ,    
    output  wire                Y_vsync     ,    
    output  wire    [ 7:0]      Y_data      ,    
    output  wire                Y_de             
);
wire    [ 7:0]              R0, G0, B0              ;
reg     [15:0]              R1, G1, B1              ;
reg     [15:0]              R2, G2, B2              ;
reg     [15:0]              R3, G3, B3              ;
reg     [15:0]              Y1, Cb1, Cr1            ;
reg     [ 7:0]              Y2, Cb2, Cr2            ;
reg     [ 2:0]              RGB_hsync_r             ;
reg     [ 2:0]              RGB_vsync_r             ;
reg     [ 2:0]              RGB_de_r                ;
assign R0 = RGB_data[23:16];
assign G0 = RGB_data[15: 8];
assign B0 = RGB_data[ 7: 0];
always @(posedge clk or negedge rst_n) begin
    if(!rst_n)begin
        {R1,G1,B1} <= {16'd0, 16'd0, 16'd0};
        {R2,G2,B2} <= {16'd0, 16'd0, 16'd0};
        {R3,G3,B3} <= {16'd0, 16'd0, 16'd0};
    end
    else begin
        {R1,G1,B1} <= { {R0 * 16'd77},  {G0 * 16'd150}, {B0 * 16'd29 } };
        {R2,G2,B2} <= { {R0 * 16'd43},  {G0 * 16'd85},  {B0 * 16'd128} };
        {R3,G3,B3} <= { {R0 * 16'd128}, {G0 * 16'd107}, {B0 * 16'd21 } };
    end
end
always @(posedge clk or negedge rst_n) begin
    if(!rst_n)begin
        Y1  <= 16'd0;
        Cb1 <= 16'd0;
        Cr1 <= 16'd0;
    end
    else begin
        Y1  <= R1 + G1 + B1;
        Cb1 <= B2 - R2 - G2 + 16'd32768;  
        Cr1 <= R3 - G3 - B3 + 16'd32768;  
    end
end
always @(posedge clk or negedge rst_n) begin
    if(!rst_n)begin
        Y2  <= 8'd0;
        Cb2 <= 8'd0;
        Cr2 <= 8'd0;
    end
    else begin
        Y2  <= Y1[15:8];  
        Cb2 <= Cb1[15:8];
        Cr2 <= Cr1[15:8];
    end
end
assign Y_data = Y2[7:0];  
always @(posedge clk or negedge rst_n) begin
    if(!rst_n) begin
        RGB_hsync_r <= 3'b0;
        RGB_vsync_r <= 3'b0;
        RGB_de_r    <= 3'b0;
    end
    else begin  
        RGB_hsync_r <= {RGB_hsync_r[1:0], RGB_hsync};
        RGB_vsync_r <= {RGB_vsync_r[1:0], RGB_vsync};
        RGB_de_r    <= {RGB_de_r[1:0],    RGB_de};
    end
end
assign Y_hsync = RGB_hsync_r[2];
assign Y_vsync = RGB_vsync_r[2];
assign Y_de    = RGB_de_r[2];
endmodule

===== /design/flow/run.sh =====
#!/bin/bash
# OpenROAD 26Q1-2900-gdf79404cd8, Yosys 0.63+post, stock flow scripts
make -C /OpenROAD-flow-scripts/flow DESIGN_CONFIG=/design/flow/config.mk WORK_HOME=/design/flow/orfs finish

===== /design/flow/constraint.sdc =====
current_design rgb2ycbcr

set clk_period 5.6
set clk_io_pct 0.2

create_clock -name clk0 -period $clk_period [get_ports {clk}]

set non_clock_inputs [all_inputs -no_clocks]
set_input_delay [expr $clk_period * $clk_io_pct] -clock clk0 $non_clock_inputs
set_output_delay [expr $clk_period * $clk_io_pct] -clock clk0 [all_outputs]

==> impl_metrics.toml <==
# flow metrics
[status]
status = "finished clean"

[synthesis]
yosys_warnings = 1
ys_cells = 455
yosysUniqueCellTypes = 39
netlist_area_um2 = 5200
ys_chip_area_um2 = 5200
synth-main-ff-cell = "dfrtp_1"
synthArstFlopShare_pct = 100
top_area_cell = "dfrtp_1"
syn_inst = 455
top_cell_area_share_pct = 32.7
synth_dominant_cell_count = "ha_1"
ys_ff = 68
syn_avg_cell_area_um2 = 11.4
synth-edff-count = 0
netlist_top_cells_count = "ha_1, inv_1, dfrtp_1"
ys_seq_share_pct = 32.7
top_cells_by_area = "dfrtp_1, ha_1, fa_1, inv_1, xnor2_1"

[critical_path]
crit_top_cell = "ha_1"
worstPathCellList = "clkdlybuf4s50_1 -> ha_1 -> ha_1 -> inv_1 -> fa_1 -> fa_1 -> inv_1 -> ha_1 -> a2111oi_4 -> nor2_2 -> a221o_1 -> a21o_1"
crit_type = "in2reg"
startpoint_type = "input pin"
slowest_delay_ns = 0.52
setup.worst_path.start = "RGB_data[12]"
crit_fanout = 4
crit_slowest_cell = "fa_1"
end_kind = "register"
cp.required_ns = 5.83
cp.arrival_ns = 4.65
reg2reg_from = "B1[3]$_DFF_PN0_"

[global_route]
grt_remaining_overflow = 0
grt_pass1_wl_um = 14800
grt_max_degree = 38
grt_usage_pct = 17.7
antenna_found_initial = 0
grt_pass1_vias = 3351

[clock_tree]
cts-buffers-inserted = 9
clk-insertion-delay-late_ns = 0.34
htree_num_levels = 3
clk_pin_slew_ns = 0.07
clock-root-buffer = "clkbuf_8"
cts-hold-fix-buffers = 0
cts_tree = "done"
cts_setup_buffers = 0
clockBufferDepth = 2
ctsResizeCount = 0
cts.sinks = 68

[drt]
vias_per_cell = 4.91
drt-total-wl_um = 7770
wire_per_inst_um = 12.1
ant_nets = 0
drc = 0
diodes = 0
dr.pass1.iters = 3
initialDrtViolationCount = 61
vias = 3153

[power_and_ir_drop]
power_density_nw_per_um2 = 477
p_sw_w = 0.00106
p_int_w = 0.00179
seq_power_share_pct = 26.9
p_leak_nw = 3.09
ir_drop_v = 0.000195
combPwrFrac_pct = 56.7
switching_share_pct = 37.2
p_clk_share_pct = 16.4

[final_layout]
finalNonFillerCells = 642
syn_to_final_growth_pct = 15.3
fill_cells = 838
final_layout_size_suffix_gt1_share_pct = 5.30

[placed_design]
gp_congestion = 0.843
hpwl_um = 6480
dp_cells = 627
port-buffer-count = 39

[timing]
finClkSkew_ns = 0.00816
finalSetupViolCount = 0
fmax_mhz = 226
layout_min_cycle_time_ns = 4.42
slew_headroom_pct = 56.3
worstMarginPinSlew_ns = 0.655
rsz0062_at_grt = "no"
maxSlewViolCount = 0
finalHoldViolCount = 0
period_used_pct = 78.9
tns_ns = 0

[floorplan]
row_count = 36
die_w_um = 104
fp_util_pct = 52.5
ios = 40
chipHeight_um = 104
core_region_area_um2 = 9910
dieArea_um2 = 10800

[worst_hold_path]
hold_path_class = "reg2reg"
min_from = "Y1[14]$_DFF_PN0_"

[job]
timing.max_cap.violations = 0
log.warning_count = 28
## placed cells by master, fill, tap and decap left out, types with 2 or more instances in the layout
cell type,Yosys,routed
and3_1,3,3
a2111oi_0,2,2
fa_1,38,38
or2_2,3,3
xor2_1,8,8
nor2_1,14,14
a21o_1,11,11
clkinvlp_4,0,2
o21bai_1,3,3
clkbuf_8,0,9
nand2_1,9,9
clkdlybuf4s50_1,0,38
o21ai_0,10,10
nand3_1,6,6
bufinv_16,0,3
nor3_1,7,7
xnor2_1,26,26
ha_1,113,113
nor2b_1,3,3
inv_1,82,82
dfrtp_1,68,68
nor4_1,2,2
a21boi_0,2,2
a21oi_1,25,25
o31ai_1,2,2
## metrics by stage
stage	hold slack, ns	power [W]	setup slack (ns)	util (%)	instance area, um^2
finish	0.343	0.00286	1.18	60.5	5990
global route	0.357	0.00319	0.982	60.5	5990
CTS	0.345	0.00291	1.16	60.5	5990
detailed placement	0.335	0.00240	0.794	58.1	5760
global placement	0.332	0.00240	0.850	58.1	5760
floorplan	0.331	0.00204	1.51	-	5200
## power groups by stage
stage	registers [W]	clock network, W	logic (W)
CTS	0.000773	0.000483	0.00165
global route	0.000788	0.000509	0.00189
finish	0.000768	0.000469	0.00162
## kinds of logic (layout without fill, tap and decap cells)
logic type | after synthesis | after routing | synth area share, %
simple gates | 50 | 50 | 4.60
mux | 1 | 1 | 0.193
flops | 68 | 68 | 32.7
buf+inv | 83 | 137 | 5.99
fa+ha+maj | 151 | 151 | 41.8
xor+xnor | 34 | 34 | 5.73
compound gates | 68 | 68 | 8.95
## worst max-delay path: cells and delay by family
family                   cells  cell delay (ns)
buffers and inverters        3             0.59
adder cells (fa/ha/maj)      5             1.97
AND-OR/OR-AND                3             0.87
AND/OR/NAND/NOR              1             0.10
## layout make-up
type / count / area [um^2] / area share, %
well taps: 133 / 166 / 2.78
repair buffers: 40 / 393 / 6.56
flip-flops and latches: 68 / 1700 / 28.4
clock inverters: 6 / 114 / 1.90
inverters: 82 / 308 / 5.14
clock buffers: 9 / 124 / 2.07
multi-input cells: 304 / 3190 / 53.2
## registers in the layout, indices dropped and copies added (netlist names)
register and flops:
RGB_de_r 3, Y1 8, R1 15, RGB_vsync_r 3
G1 15, Y2 8, RGB_hsync_r 3, B1 13
## worst paths after layout
path	to	slack, ns	depth (start not counted)
max	G1[15]$_DFF_PN0_	1.18	12
min	Y2[6]$_DFF_PN0_	0.34	0
max reg2reg	Y1[15]$_DFF_PN0_	2.70	11
min reg2reg	Y2[6]$_DFF_PN0_	0.34	0
max in group asynchronous	B1[10]$_DFF_PN0_	3.90	2
min in group asynchronous	RGB_de_r[2]$_DFF_PN0_	0.80	1
## routing by layer
metal | vias up | GRT usage, % | wire length (um)
met1 | 1482 | 27.2 | 3840
li1 | 1619 | - | -
met2 | 44 | 27.8 | 3510
met4 | 0 | 1.73 | 98
met5 | - | 0 | 0
met3 | 8 | 4.21 | 322
Power is estimated from default activity; no workload was simulated.
